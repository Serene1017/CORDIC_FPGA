==> config.mk <==
export PLATFORM = sky130hd
export DESIGN_NAME = top_lab8
export DESIGN_NICKNAME = top_lab8
export VERILOG_FILES = /design/flow/design.v
export SDC_FILE = /design/flow/constraint.sdc
export NUM_CORES = 4
export LEC_CHECK = 1
export CORE_UTILIZATION = 30
==> constraint.sdc <==
current_design top_lab8

set clk_period 6.6
set clk_io_pct 0.2

create_clock -name clk0 -period $clk_period [get_ports {clkin}]

set non_clock_inputs [all_inputs -no_clocks]
set_input_delay [expr $clk_period * $clk_io_pct] -clock clk0 $non_clock_inputs
set_output_delay [expr $clk_period * $clk_io_pct] -clock clk0 [all_outputs]
==> design.v <==
`timescale 1ns / 1ps
module bcd_seven(
	output reg [7:0] seven,
	input [3:0] bcd
	);
	always @(bcd)
	begin
		case(bcd)
			4'b0000 : seven = ~8'b0011_1111;          
			4'b0001 : seven = ~8'b0000_0110;          
			4'b0010 : seven = ~8'b0101_1011;          
			4'b0011 : seven = ~8'b0100_1111;          
			4'b0100 : seven = ~8'b0110_0110;          
			4'b0101 : seven = ~8'b0110_1101;          
			4'b0110 : seven = ~8'b0111_1101;          
			4'b0111 : seven = ~8'b0000_0111;          
			4'b1000 : seven = ~8'b0111_1111;          
			4'b1001 : seven = ~8'b0110_1111;          
			4'b1010 : seven = ~8'b0111_0111;          
			4'b1011 : seven = ~8'b0111_1100;          
			4'b1100 : seven = ~8'b0011_1001;          
			4'b1101 : seven = ~8'b0101_1110;          
			4'b1110 : seven = ~8'b0111_1001;          
			4'b1111 : seven = ~8'b0111_0001;          
			default : seven = ~8'b0000_0000;          
		endcase
	end
endmodule
module cla_slice_part(g,p,a,b);
 input a, b;
 output g;  
 output p;  
 assign g = a & b;
 assign p = a ^ b;
endmodule
module CarryPropagateGenerateUnit( g,p,a,b);
	input  [15:0] a,b;
	output [15:0] g,p;
	cla_slice_part s0(g[0],p[0],a[0],b[0]);
	cla_slice_part s1(g[1],p[1],a[1],b[1]);
	cla_slice_part s2(g[2],p[2],a[2],b[2]);
	cla_slice_part s3(g[3],p[3],a[3],b[3]);
	cla_slice_part s4(g[4],p[4],a[4],b[4]);
	cla_slice_part s5(g[5],p[5],a[5],b[5]);
	cla_slice_part s6(g[6],p[6],a[6],b[6]);
	cla_slice_part s7(g[7],p[7],a[7],b[7]);
	cla_slice_part s8(g[8],p[8],a[8],b[8]);
	cla_slice_part s9(g[9],p[9],a[9],b[9]);
	cla_slice_part s10(g[10],p[10],a[10],b[10]);
	cla_slice_part s11(g[11],p[11],a[11],b[11]);
	cla_slice_part s12(g[12],p[12],a[12],b[12]);
	cla_slice_part s13(g[13],p[13],a[13],b[13]);
	cla_slice_part s14(g[14],p[14],a[14],b[14]);
	cla_slice_part s15(g[15],p[15],a[15],b[15]);
endmodule
module SixteenBitSummationUnit(sum,p,carry,cin);
  input [14:0] carry;
  input cin;
  input [15:0] p;
  output [15:0] sum;
  assign sum[0] = p[0] ^ cin;
  assign sum[1] = p[1] ^ carry[0];
  assign sum[2] = p[2] ^ carry[1];
  assign sum[3] = p[3] ^ carry[2];
  assign sum[4] = p[4] ^ carry[3];
  assign sum[5] = p[5] ^ carry[4];
  assign sum[6] = p[6] ^ carry[5];
  assign sum[7] = p[7] ^ carry[6];
  assign sum[8] = p[8] ^ carry[7];
  assign sum[9] = p[9] ^ carry[8];
  assign sum[10] = p[10] ^ carry[9];
  assign sum[11] = p[11] ^ carry[10];
  assign sum[12] = p[12] ^ carry[11];
  assign sum[13] = p[13] ^ carry[12];
  assign sum[14] = p[14] ^ carry[13];
  assign sum[15] = p[15] ^ carry[14];
endmodule
module four_bit_block_cla(P,G,carry,p,g,cin);
	input [3:0] p,g;
	input cin;
	output [2:0] carry;
	output P,G;
	assign	carry[0] = 	g[0] |
											cin & p[0];
	assign	carry[1] =  g[1] |
											g[0] & p[1] |
											cin  &  p[0] & p[1];
	assign	carry[2] =  g[2] |
											g[1] & p[2] |
											g[0] & p [1] & p[2] |
											cin  & p[0] & p[1] & p[2];
	assign	P = p[0] & p[1] & p[2] & p[3];
	assign	G = g[3] | 
							g[2] & p[3] |
							g[1] & p[2] & p[3] |
							g[0] & p[1] & p[2] & p[3];
endmodule
module cla_16_two_level(sum,cout,a,b,cin);
	input [15:0] a, b;
	input cin;
	output [15:0] sum;
	output  cout;
	wire [15:0]   g, p,carry;  
	wire [3:0]  G,P;
	assign carry[3]  = G[0] | cin & P[0];
	assign carry[7]  = G[1] | G[0] & P[1] | cin & P[0] & P[1]; 
	assign carry[11] = G[2] |
										 G[1] & P[2] |
										 G[0] & P[1] & P[2] | 
										 cin  & P[0] & P[1] & P[2];
	assign cout = G[3] |
								G[2] & P[3] |
								G[1] & P[2] & P[3] |
								G[0] & P[1] & P[2] & P[3] |
								cin   & P[0] & P[1] & P[2] & P[3];
	CarryPropagateGenerateUnit   CPGU( g,p,a,b);
	four_bit_block_cla FBBC0(P[0],G[0],carry[2:0],p[3:0],g[3:0],cin);     
	four_bit_block_cla FBBC1(P[1],G[1],carry[6:4],p[7:4],g[7:4],carry[3]);   
	four_bit_block_cla FBBC2(P[2],G[2],carry[10:8],p[11:8],g[11:8],carry[7]);
	four_bit_block_cla FBBC3(P[3],G[3],carry[14:12],p[15:12],g[15:12],carry[11]); 
	SixteenBitSummationUnit TTBSU(sum,p,carry[14:0],cin);
endmodule
`timescale 1ns / 1ps
module clock_divider(
    output reg cout,
    input cin
    );
    parameter timeconst = 20; 
    integer count0;
    integer count1; 
    integer count2; 
    integer count3; 
    reg d;
    initial
    begin
        count0=0;
        count1=0;
        count2=0;
        count3=0;
        d = 0;
    end
    always @ (posedge cin )
    begin
        count0 <= (count0 + 1);
        if ((count0 == timeconst))
        begin
            count0 <= 0;
            count1 <= (count1 + 1); 
        end
        else if ((count1 == timeconst)) 
        begin
            count1 <= 0;
            count2 <= (count2 + 1);
        end
        else if ((count2 == timeconst)) 
        begin
            count2 <= 0;
            count3 <= (count3 + 1); 
        end
        else if ((count3 == timeconst)) 
        begin
            count3 <= 0; 
            d <= ~ (d);
        end 
        cout <= d;
    end  
endmodule
`timescale 1ns / 1ps
module control(
	output reg [3:0] enable,
	output [7:0] seven,
	input [15:0] q,
	input clk
	);
	localparam zero=4'b0000;
	reg [1:0] counter;
	reg [3:0] bcd;
	bcd_seven decoder(seven,bcd);  	
	always @(posedge clk)
	begin
		counter = counter + 1'b1;
		begin
			case(counter)
				2'b00 :
					begin 
						enable<=4'b1110;
						bcd<=q[3:0];
					end
				2'b01 : 
					begin 
						enable<=4'b1101;
						bcd<=q[7:4];
					end
				2'b10 : 
						begin 
							enable<=4'b1011;
							bcd<=q[11:8];
						end
				2'b11 : 
						begin 
							enable<=4'b0111;
							bcd<=q[15:12];
						end
				default : 
						begin
							enable<=4'b1111;
							bcd<=zero;
						end
			endcase
		end
	end
endmodule
`timescale 1ns / 1ps
module ctrlnew(
	output reg [3:0] i,
	output reg stop,
	input reset,
	input comp,
	input clk
	);
	reg [1:0] state,nextstate;
	reg [4:0] counter;
	always @(*)
	begin
		stop=1'b1;
		case(state)
			0:	begin
						i=0;
						stop=1;
						counter=0;
						if(reset)
						begin
							nextstate=0;
						end
						else if(!comp)
							nextstate=0;
						else	 
						begin
							nextstate=1;
							counter=1;
						end
					end
			1:	begin
						counter=counter;
						if(comp)	 
						begin
							nextstate=1;
							i=i;
							stop=1;
						end
						else	 
						begin
							nextstate=2;
							stop=0;
							if(counter==1)	 
								i=0;
							else if(counter==16)	 
							begin
								stop=1;
								i=15;
							end
							else
								i=i+1;
						end
					end
			2:	begin
						stop=1;
						i=i;
						if(comp)	 
						begin
							nextstate=1;
							if(counter==16)
								counter=counter;
							else
								counter=counter+1;
						end
						else
						begin
							nextstate=2;
							counter=counter;
						end
					end
			default:
				begin
					nextstate=0;
					counter=0;
					i=0;
					stop=1;
				end
		endcase
	end
	always @(posedge clk)
		state<=nextstate;
endmodule
`timescale 1ns / 1ps
module datapathnew2(
	output [15:0] x,
	output [15:0] y,
	input [15:0] z0,
	input [3:0] i,
	input reset,
	input stop,
	input clk
	); 
	parameter xinit=16'b0010_0110_1101_1101;	 
	parameter yinit=16'b0;
	reg [15:0] zrom [0:15];
	wire [15:0] xval,yval,zval;
	wire [15:0] x0,y0;
	wire [15:0] z;
	wire zsign;
	initial
	begin
		zrom[0]=16'b0011_0010_0100_0011;
		zrom[1]=16'b0001_1101_1010_1100;
		zrom[2]=16'b0000_1111_1010_1101;
		zrom[3]=16'b0000_0111_1111_0101;
		zrom[4]=16'b0000_0011_1111_1110;
		zrom[5]=16'b0000_0001_1111_1111;
		zrom[6]=16'b0000_0000_1111_1111;
		zrom[7]=16'b0000_0000_0111_1111;
		zrom[8]=16'b0000_0000_0011_1111;
		zrom[9]=16'b0000_0000_0001_1111;
		zrom[10]=16'b0000_0000_0000_1111;
		zrom[11]=16'b0000_0000_0000_0111;
		zrom[12]=16'b0000_0000_0000_0011;
		zrom[13]=16'b0000_0000_0000_0001;
		zrom[14]=16'b0;
		zrom[15]=16'b0;
	end	
	xnew2 xmod(x,x0,yval,xcin,reset,stop,clk);
	ynew2 ymod(y,y0,xval,ycin,reset,stop,clk);
	znew2 zmod(z,zsign,z0,zval,zcin,reset,stop,clk);
	assign x0=xinit;
	assign y0=yinit;
	assign xval=x>>>i;
	assign yval=y>>>i;
	assign zval=zrom[i];
	assign xcin=zsign?1'b0:1'b1;
	assign ycin=zsign?1'b1:1'b0;
	assign zcin=zsign?1'b0:1'b1;
endmodule
`timescale 1ns / 1ps
module top_lab8(
	output [7:0] seven,
	output [3:0] enable,
	output [3:0] i,
	input [15:0] z0,
	input reset,
	input comp,
	input clkin
	);
	wire [15:0] x,y;
	clock_divider #(.timeconst(5)) clkdiv1(clk1,clkin);
    clock_divider #(.timeconst(20)) clkdiv2(clk2,clkin);
	ctrlnew ctrl(i,stop,reset,comp,clk1);
	datapathnew2 dp(x,y,z0,i,reset,stop,clk1);
	control dis(enable,seven,x,clk2);
endmodule
`timescale 1ns / 1ps
module xnew2(
	output reg [15:0] x,
	input [15:0] x0,
	input [15:0] y,
	input cin,
	input reset,
	input stop,
	input clk
	);
	wire [15:0] sum,a,b;
	wire cout;	 
	cla_16_two_level alu(sum,cout,a,b,cin);
	assign a=x;
	assign b=cin?(~y):y;
	always @(posedge clk)
	begin
		if(reset)
		begin
			x<=x0;
		end
		else
		begin
			if(!stop)
			begin
				x<=sum;
			end
			else
			begin
				x<=x;
			end
		end
	end
endmodule
`timescale 1ns / 1ps
module ynew2(
	output reg [15:0] y,
	input [15:0] y0,
	input [15:0] x,
	input cin,
	input reset,
	input stop,
	input clk
	);
	wire [15:0] sum,a,b;
	wire cout;	 
	cla_16_two_level alu(sum,cout,a,b,cin);
	assign a=y;
	assign b=cin?(~x):x;
	always @(posedge clk)
	begin
		if(reset)
		begin
			y<=y0;
		end
		else
		begin
			if(!stop)
			begin
				y<=sum;
			end
			else
			begin
				y<=y;
			end
		end	
	end
endmodule
`timescale 1ns / 1ps
module znew2(
	output reg [15:0] z,
	output zsign,
	input [15:0] z0,
	input [15:0] zrom,
	input cin,
	input reset,
	input stop,
	input clk
	);
	wire [15:0] sum,a,b;
	wire cout;	 
	cla_16_two_level alu(sum,cout,a,b,cin);
	assign a=z;
	assign b=cin?(~zrom):zrom;
	always @(posedge clk)
	begin
		if(reset)
		begin
			z<=z0;
		end
		else
		begin
			if(!stop)
				z<=sum;
			else
				z<=z;
		end	
	end
	assign zsign=z[15];
endmodule
==> run.sh <==
#!/bin/bash
# OpenROAD 26Q1-2900-gdf79404cd8, Yosys 0.63+post, stock flow scripts
make -C /OpenROAD-flow-scripts/flow DESIGN_CONFIG=/design/flow/config.mk WORK_HOME=/design/flow/orfs finish
==> run_results.csv <==
group,metric,value,unit
synth,yosysCellCount,2032,
clock_tree,holdBufCountCts,0,
layout,synthToLayoutAreaGrowth,11.4,%
final_timing,post-route-period-util,42.2,%
layout,fillerInstances,6286,
hold_path,worstHoldPathType,"flop to flop",
floorplan,top_level_ports,35,
final_timing,rsz0062_at_grt,"no",
power,p_leak,8.65,nW
final_timing,worst_slew_pin_slew,0.898,ns
detailed_routing,number_of_vias_after_detailed_routing,14100,
power,vdd.ir_drop.worst,0.000158,V
synth,share_of_flip_flops_with_an_asynchronous_set_or_reset_after_synthesis,0,%
clock_tree,clk_transition_reported_paths,0.06,ns
clock_tree,root_buffer,"clkbuf_16",
layout,mostFrequentLayoutCells,"270 x nor2_1, 210 x edfxtp_1, 178 x nand2_1, 150 x xor2_1, 149 x xnor2_1",
worst_setup_path,crit_arrival,3.04,ns
global_routing,global_route.usage.total,11.7,%
final_timing,timing.final.max_slew_violations,0,
final_timing,unclocked_regs,72,
global_routing,overall_overflow_remaining_after_global_route,0,
power,power_density,154,nW/um2
worst_setup_path,crit_path_end_kind,"flop",
synth,count_of_flip_flops_with_a_built_in_enable_after_synthesis,210,
synth,synthDistinctLibCells,70,
final_timing,tns,0,ns
final_timing,relative_slew_margins,40.2,%
worst_setup_path,worst-r2r-cell-count,10,
place,place.detailed.instances,2871,
detailed_routing,firstDrtPassIters,8,
place,buffer_ports.inserted,33,
place,dpl-instance-area,20900,um2
floorplan,chipArea,66600,um2
layout,fin_area,21900,um2
clock_tree,postCtsSetupBuffers,0,
synth,syn_inst,2032,
run,number_of_openroad_warnings,58,
detailed_routing,final_antenna_net_count,0,
detailed_routing,drt-total-wl,37800,um
detailed_routing,num_antenna_cells,0,
worst_setup_path,timing.critical_path.fanout_max,34,
hold_path,hold_path_depth,0,
worst_setup_path,cp_data_required_time,6.86,ns
final_timing,timing.final.hold_violations,0,
floorplan,initial_utilization,30.4,%
global_routing,first_global_vias,13400,
detailed_routing,drt_drc_violations_left,0,
global_routing,wire_length_of_the_first_global_routing_pass,65100,um
final_timing,unconstrained_endpoints,103,
floorplan,floorplan.rows,93,
layout,instances_no_fill,2923,
layout,highest_count_logic_cell_in_the_final_layout,"nor2_1",
synth,yosys-stat-area,19700,um2
worst_setup_path,timing.critical_path.from_type,"flop",
final_timing,fin_crit,2.79,ns
synth,netlist_area,19700,um2
final_timing,final.setup_skew,0.00937,ns
detailed_routing,vias_per_cell,4.81,
place,gp_congestion,0.878,
detailed_routing,drt_iter0_drc,911,
floorplan,floorplan.die.height,258,um
place,post-dp-hpwl,25500,um
synth,synth_flops,332,
clock_tree,cts-buffers-inserted,28,
layout,drive_gt1_share,5.80,%
outcome,status,"complete, no violations",
synth,post_synth.cell_area_avg,9.68,um2
clock_tree,tritoncts_clock_tree,"built",
detailed_routing,route.detailed.wl_per_inst,12.9,um
synth,flop_cell,"edfxtp_1",
floorplan,placeableCoreArea,64600,um2
worst_setup_path,path_class,"flop to flop",
run,max_cap_viol_count,0,
floorplan,width_of_the_die,258,um
global_routing,grt_max_degree,66,
clock_tree,post_cts_resize_count,0,
clock_tree,clock.latency.late_pin,0.54,ns
final_timing,finalSetupViolCount,0,
clock_tree,cts_htree_levels,1,
global_routing,antenna_found_initial,0,
clock_tree,cts.path.max_buffers,3,
final_timing,clock.fmax,0.359,GHz
synth,synth-warning-count,29,
path summary, 6_finish.rpt:
check	slack [ns]	startpoint	endpoint
min	0.38	clkdiv1.d$_DFFE_PP_	clkdiv1.cout$_DFF_P_
min reg2reg	0.38	clkdiv1.d$_DFFE_PP_	clkdiv1.cout$_DFF_P_
max	3.81	clkdiv2.count1[0]$_SDFFCE_PP0N_	clkdiv2.count3[5]$_SDFFCE_PN0P_
max reg2reg	3.81	clkdiv2.count1[0]$_SDFFCE_PP0N_	clkdiv2.count3[5]$_SDFFCE_PN0P_
sequential cells by signal, summed over array words and instances (netlist names), 5 cells and up:
signal,flops
clkdiv2.count1,32
dp.zmod.z,16
ctrl.counter,5
dp.xmod.x,16
dp.ymod.y,16
clkdiv1.count2,32
seven,7
clkdiv2.count0,32
clkdiv1.count3,32
clkdiv2.count2,32
clkdiv1.count1,32
clkdiv2.count3,32
clkdiv1.count0,32
metal layers:
layer | part of all wire [%] | up-vias | GRT usage [%]
li1 | - | 7185 | -
met1 | 50 | 6628 | 18.4
met2 | 45 | 227 | 18.1
met3 | 3.9 | 33 | 1.76
met4 | 1.3 | 0 | 1.35
met5 | 0 | - | 0
through the flow:
| step | hold WS, ns | power [mW] | util, % | worst slack, ns |
|---|---|---|---|---|
| floorplan | 0.348 | 1.79 | - | 2.31 |
| global placement | 0.358 | 1.81 | 32.4 | 3.77 |
| detailed placement | 0.370 | 1.81 | 32.4 | 3.78 |
| CTS | 0.385 | 3.42 | 33.9 | 3.78 |
| global route | 0.389 | 3.48 | 33.9 | 3.58 |
| finish | 0.376 | 3.37 | 33.9 | 3.81 |
worst max-delay path, stage by stage (launching register included):
cell	delay, ns
edfxtp_1	0.45
inv_1	0.09
ha_1	0.14
nor4b_1	0.25
nand4_1	0.13
or3_1	0.34
buf_4	0.26
nand2_1	0.11
buf_4	0.37
a21oi_2	0.04
buf_4	0.28
layout make-up:
type	instances	area, um2	share of cell area (%)
Sequential cell	332	8710	39.7
Multi-Input combinational cell	1542	10400	47.3
Clock inverter	7	65.1	0.297
Inverter	88	330	1.51
Tap cell	855	1070	4.88
Timing Repair Buffer	54	483	2.20
Clock buffer	45	898	4.10
logic make-up (layout without fill, tap and decap cells):
logic type | after synthesis | after routing | share of synthesized area, %
AND-OR/OR-AND | 223 | 223 | 7.00
other | 1 | 1 | 0.0191
multiplexers | 54 | 54 | 3.67
XOR/XNOR | 299 | 299 | 13.3
AND/OR/NAND/NOR | 861 | 861 | 21.6
adder cells (fa/ha/maj) | 104 | 104 | 6.96
buffers and inverters | 158 | 194 | 3.21
flip-flops | 323 | 323 | 43.6
latches | 9 | 9 | 0.687
cells in the mapped netlist (12+ instances only):
cell type | number | area share [%]
buf_1 | 13 | 0.25
nor4_1 | 45 | 1.4
or3_1 | 26 | 0.83
and2_1 | 17 | 0.54
o21a_1 | 21 | 0.80
ha_1 | 95 | 6.0
xor2_1 | 150 | 6.7
clkbuf_1 | 46 | 0.88
nor2b_1 | 13 | 0.41
dfxtp_1 | 113 | 12
a21oi_1 | 73 | 1.9
edfxtp_1 | 210 | 32
nand3_1 | 98 | 2.5
nand2_1 | 178 | 3.4
nand4_1 | 57 | 1.8
nor3_1 | 31 | 0.79
inv_1 | 84 | 1.6
xnor2_1 | 149 | 6.6
and4_1 | 15 | 0.67
and3_1 | 53 | 1.7
o21ai_0 | 57 | 1.5
nor2_1 | 270 | 5.2
mux2i_1 | 29 | 1.5
a211oi_1 | 16 | 0.61
a21o_1 | 12 | 0.46
power by group:
part	switching (mW)	internal, mW	leakage, nW
sequential	0.0000810	1.74	3.40
clock	0.633	0.969	0.479
combinational	0.0178	0.0161	4.77
No activity file was given, so power comes from the tool's default toggle rates.
